==> /design/flow/design.v <==
module clock(
    input  wire       i_clk,
    input  wire       i_rst,
    input  wire       i_en,
    output reg [1:0] o_dpnt,
    output reg        o_pm,
    output wire [7:0] o_hh,
    output wire [7:0] o_mm,
    output wire [7:0] o_ss
    ); 
    wire enm, enh;
    assign enm = i_en && (o_ss == 8'h59);
    assign enh = i_en && (o_ss == 8'h59) && (o_mm == 8'h59);
    count_59 secs (i_clk, i_rst, i_en, o_ss);
    count_59 mins (i_clk, i_rst, enm,  o_mm);
    count_12 hrs  (i_clk, i_rst, enh,  o_hh);
    always @(posedge i_clk, negedge i_rst) begin
        if (!i_rst)
            o_pm <= 0;
        else if ((o_hh == 8'h11) && (o_mm == 8'h59) && (o_ss == 8'h59))
            o_pm <= ~o_pm;
        else
            o_pm <= o_pm;
    end
    always @(posedge i_clk, negedge i_rst) begin
        if(!i_rst)
            o_dpnt <= 2'b11;
        else
            o_dpnt <= ~o_dpnt;
    end
endmodule
module count_12 (
    input  wire       i_clk,
    input  wire       i_rst,
    input  wire       i_en,
    output reg [7:0]  o_q
);
    reg overlap;
    always @(posedge i_clk, negedge i_rst) begin
        if (!i_rst) begin
            o_q <= 8'h12;
            overlap <= 0;
        end
        else if (i_en & (o_q == 8'h12))
            o_q <= 8'h01;
        else if (i_en & (o_q[3:0] != 4'h9) & !overlap)
            o_q[3:0] <= o_q[3:0] + 1;
        else if (i_en & (o_q[3:0] == 4'h9) & !overlap) begin
            o_q <= 8'h10;
            overlap <= 1;
        end
        else if (i_en & (o_q[3:0] != 4'h2) & overlap)
            o_q[3:0] <= o_q[3:0] + 1;
        else begin
            o_q <= o_q;
            overlap <= 0;
        end
    end
endmodule
module count_59 (
    input  wire       i_clk,
    input  wire       i_reset,
    input  wire       i_en,
    output wire [7:0] o_q
);
    reg [3:0] d1, d2;
    wire en2;
    always @(posedge i_clk, negedge i_reset) begin
        if (!i_reset)
            d1 <= 0;
        else if (i_en & (d1 != 9))
            d1 <= d1 + 1;
        else if (i_en & (d1 == 9))
            d1 <= 0;
        else
            d1 <= d1;
    end
    always @(posedge i_clk, negedge i_reset) begin
        if (!i_reset)
            d2 <= 0;
        else if (en2 & (d2 != 5))
            d2 <= d2 + 1;
        else if (en2 & (d2 == 5))
            d2 <= 0;
        else
            d2 <= d2;
    end
    assign en2 = i_en && (d1 == 4'd9);
    assign o_q = {d2, d1};
endmodule
module decoder_7seq
(
  input wire A, B, C, D,
  output wire led_a, led_b, led_c, led_d, led_e, led_f, led_g
);
assign led_a = ~(A | C | B&D | ~B&~D);
assign led_b = ~(~B | ~C&~D | C&D);
assign led_c = ~(B | ~C | D);
assign led_d = ~(~B&~D | C&~D | B&~C&D | ~B&C |A);
assign led_e = ~(~B&~D | C&~D);
assign led_f = ~(A | ~C&~D | B&~C | B&~D);
assign led_g = ~(A | B&~C | ~B&C | C&~D);
endmodule
module even_clk_div 
#(
  parameter RATIO = 50000000
)
(
  input   wire i_clk,
  input   wire i_rst,
  output  wire o_clk
);
localparam NUM = $clog2(RATIO);
localparam PULSE_CNT = ((RATIO >> 1) - 1);
reg  [NUM - 1 : 0] counter;
reg o_clk_reg;
always @(posedge i_clk or negedge i_rst)
  begin
    if (!i_rst) 
      begin
        o_clk_reg <= 0;
        counter <= 0;
      end
    else if (counter == PULSE_CNT)
      begin
        counter <= 0;
        o_clk_reg <= !o_clk_reg;
      end
    else
      begin
        counter <= counter + 1;
      end
  end
assign o_clk = o_clk_reg;
endmodule
module top (
  input  wire       i_clk, 
  input  wire       i_rst,
  input  wire       i_en,
  output wire [6:0] d1, d2, d3, d4, d5, d6,
  output wire [1:0] dpnt,
  output wire       o_pm_am
);
wire div_clk;
wire [3:0] s1, s2, m1, m2, h1, h2;
even_clk_div clkdiv2 (.i_clk(i_clk), .i_rst(i_rst), .o_clk(div_clk));
clock dut (.i_clk(div_clk), .i_rst(i_rst), .i_en(i_en), .o_pm(o_pm_am), .o_hh({h2, h1}), .o_mm({m2, m1}), .o_ss({s2, s1}), .o_dpnt(dpnt)); 
decoder_7seq sev_seg1_s (.A(s1[3]), .B(s1[2]), .C(s1[1]), .D(s1[0]), .led_a(d1[0]), .led_b(d1[1]), .led_c(d1[2]), .led_d(d1[3]), .led_e(d1[4]), .led_f(d1[5]), .led_g(d1[6]));
decoder_7seq sev_seg2_s (.A(s2[3]), .B(s2[2]), .C(s2[1]), .D(s2[0]), .led_a(d2[0]), .led_b(d2[1]), .led_c(d2[2]), .led_d(d2[3]), .led_e(d2[4]), .led_f(d2[5]), .led_g(d2[6]));
decoder_7seq sev_seg3_m (.A(m1[3]), .B(m1[2]), .C(m1[1]), .D(m1[0]), .led_a(d3[0]), .led_b(d3[1]), .led_c(d3[2]), .led_d(d3[3]), .led_e(d3[4]), .led_f(d3[5]), .led_g(d3[6]));
decoder_7seq sev_seg4_m (.A(m2[3]), .B(m2[2]), .C(m2[1]), .D(m2[0]), .led_a(d4[0]), .led_b(d4[1]), .led_c(d4[2]), .led_d(d4[3]), .led_e(d4[4]), .led_f(d4[5]), .led_g(d4[6]));
decoder_7seq sev_seg5_h (.A(h1[3]), .B(h1[2]), .C(h1[1]), .D(h1[0]), .led_a(d5[0]), .led_b(d5[1]), .led_c(d5[2]), .led_d(d5[3]), .led_e(d5[4]), .led_f(d5[5]), .led_g(d5[6]));
decoder_7seq sev_seg6_h (.A(h2[3]), .B(h2[2]), .C(h2[1]), .D(h2[0]), .led_a(d6[0]), .led_b(d6[1]), .led_c(d6[2]), .led_d(d6[3]), .led_e(d6[4]), .led_f(d6[5]), .led_g(d6[6]));
endmodule
==> /design/flow/run.sh <==
#!/bin/bash
# OpenROAD 26Q1-2900-gdf79404cd8, Yosys 0.63+post, stock flow scripts
make -C /OpenROAD-flow-scripts/flow DESIGN_CONFIG=/design/flow/config.mk WORK_HOME=/design/flow/orfs finish
==> /design/flow/config.mk <==
export PLATFORM = sky130hd
export DESIGN_NAME = top
export DESIGN_NICKNAME = top
export VERILOG_FILES = /design/flow/design.v
export SDC_FILE = /design/flow/constraint.sdc
export NUM_CORES = 4
export LEC_CHECK = 1
export CORE_UTILIZATION = 50
==> /design/flow/constraint.sdc <==
current_design top

set clk_period 2.9
set clk_io_pct 0.2

create_clock -name clk0 -period $clk_period [get_ports {i_clk}]

set non_clock_inputs [all_inputs -no_clocks]
set_input_delay [expr $clk_period * $clk_io_pct] -clock clk0 $non_clock_inputs
set_output_delay [expr $clk_period * $clk_io_pct] -clock clk0 [all_outputs]
==> results.json <==
{
  "critPathArrivalTime_ns": 2.05,
  "hpwl_um": 4420,
  "insertion_delay_ns": 0.27,
  "grt_max_degree": 26,
  "unconstrained_endpoints": 67,
  "p_comb_share_pct": 3.4,
  "fin_tns_setup_ns": 0,
  "power.share.clock_pct": 34.6,
  "syn_avg_cell_area_um2": 9.13,
  "yosys_cells": 388,
  "p_int_uw": 479,
  "fin_crit_ns": 1.85,
  "finalMaxSlewViolations": 0,
  "p_switching_uw": 128,
  "path_max_fanout": 11,
  "finalWirelength_um": 6010,
  "rows": 30,
  "drive_gt1_share_pct": 6.48,
  "unclocked_regs": 25,
  "die_area_mm2": 0.00743,
  "largest_reg_flops": 26,
  "hold_viol": 0,
  "antenna_found_initial": 0,
  "initCoreUtil_pct": 51.9,
  "worst_pin_slew_ns": 0.648,
  "ff2ff_setup_slack_ns": 1.05,
  "seq_power_share_pct": 62.0,
  "start_kind": "flip-flop",
  "reg_top3": "clkdiv2.counter x26, dut.hrs.o_q x5",
  "synth_cell_types": 50,
  "viasPerCell": 5.23,
  "clockBufferDepth": 2,
  "fin_skew_ns": 0.00388,
  "setup_viol": 0,
  "cts_resized": 0,
  "ios": 48,
  "die_h_um": 86.2,
  "comb_area_mm2": 0.00178,
  "antenna_cells": 0,
  "fin_crit_sh_pct": 63.7,
  "first_global_vias": 2300,
  "p_total_uw": 607,
  "drtIter0Drc": 60,
  "yosysWarningCount": 4,
  "avgRoutedWirePerCell_um": 12.5,
  "ff2ff_path_depth": 4,
  "route.vias.total": 2523,
  "reg2reg_from": "clkdiv2.counter[0]",
  "dr.pass1.iters": 6,
  "end_kind": "flip-flop",
  "cts_tree": "yes",
  "hold_path.class": "in -> async",
  "fmax_mhz": 541,
  "track_usage_pct": 18.0,
  "edf_count": 0,
  "cp.required_ns": 3.10,
  "coreArea_mm2": 0.00683,
  "postCtsHoldBufs": 0,
  "max-vdd-ir-drop_uv": 252,
  "warning_count": 40,
  "post-route-drc-count": 0,
  "placement.io_buffers": 44,
  "grt_overflow": 0,
  "netlist_area_mm2": 0.00354,
  "fillerInstances": 620,
  "syn_to_final_growth_pct": 7.13,
  "flop_cell": "dfrtp_1",
  "postCtsSetupRepairBufs": 0,
  "p_leak_nw": 1.63,
  "grt_pass1_wl_um": 10700,
  "seq_area_mm2": 0.00131,
  "worst-setup-path-type": "reg -> reg",
  "synth_cells": 388,
  "detail-route-antenna-nets": 0,
  "rsz0062_at_grt": "no",
  "ys.flops": 52,
  "slew_headroom_pct": 56.2,
  "power.density_mw_per_mm2": 160,
  "largest_register": "clkdiv2.counter",
  "synth_seq_share_pct": 36.9,
  "r2r-end": "clkdiv2.counter[22]",
  "synth_chip_area_mm2": 0.00354,
  "swShare_pct": 21.1,
  "async_flop_share_pct": 100,
  "clkTransAtPathRegs_ns": 0.09,
  "routabilityCongestion": 0.814,
  "h-tree-depth": 1,
  "status": "finished clean",
  "root_buffer": "clkbuf_8",
  "cap_violations": 0,
  "cts_made_buffers": 3,
  "die-width_um": 86.2
}
-- power by group through the flow --
stage | clock (mW) | sequential [mW] | combinational, mW
global route | 0.234 | 0.377 | 0.0252
finish | 0.210 | 0.376 | 0.0203
CTS | 0.218 | 0.376 | 0.0222
-- per-layer routing --
layer  GRT usage (%)  routed length (um)  vias to the layer above
met3            1.06                  99                        2
met2            28.0                2690                       28
met1            30.6                3200                     1169
met4           0.909                  16                        0
met5               0                   0                        -
li1                -                   -                     1324
-- final cells by class --
| cell class | instances | area share [%] |
|---|---|---|
| multi-input combinational | 263 | 47.0 |
| sequential | 52 | 34.4 |
| timing repair buffer | 49 | 12.5 |
| tap | 96 | 3.16 |
| inverter | 18 | 1.78 |
| clock buffer | 4 | 1.19 |
-- worst max-delay path, cell delays in order (launching register included) --
cell and delay (ns):
dfrtp_1 0.42, ha_1 0.29, nand3_1 0.35, or4_1 0.58, a21oi_1 0.15
-- cells by family (layout without fill, tap and decap cells) --
kind of cell	after synthesis	in the layout	share of synthesized area (%)
DFF	52	52	36.9
muxes	4	4	1.24
adders and majority gates	21	21	7.42
other	2	3	0.212
xor gates and xnor gates	34	34	8.40
buffers and inverters	74	71	12.9
AOI/OAI and AO/OA	50	50	9.00
and+or+nand+nor	151	151	24.0
-- cells in the mapped netlist, drive strengths merged, types with 8 or more instances --
master | n | area, um2
xnor2 | 20 | 175
inv | 18 | 67.6
ha | 21 | 263
nor3 | 25 | 125
nand3 | 17 | 85.1
or4 | 9 | 75.1
nor2 | 31 | 116
a21oi | 12 | 67.6
buf | 50 | 365
o21ai | 15 | 75.1
dfrtp | 48 | 1200
xor2 | 14 | 123
nand2 | 26 | 97.6
nor4 | 8 | 65.1
nand4 | 10 | 77.6
-- worst max-delay path by stage --
stage	slack (ns)	cells past startpoint	to	startpoint
global route	0.90	4	clkdiv2.counter[22]	clkdiv2.counter[0]
CTS	1.03	4	clkdiv2.counter[22]	clkdiv2.counter[0]
finish	1.05	4	clkdiv2.counter[22]	clkdiv2.counter[0]
-- layout by cell type (no fill, tap or decap), types with 10 or more instances in the layout --
master,instances
a21oi_1,10
clkdlybuf4s50_1,43
dfrtp_1,48
ha_1,21
inv_1,18
nand2_1,26
nand3_1,17
nor2_1,31
nor3_1,25
o21ai_0,15
xnor2_1,20
xor2_1,14
-- stage by stage --
| step | cells | setup slack (ns) | hold slack [ns] | area (um2) | utilization [%] |
|---|---|---|---|---|---|
| 3_5_place_dp | 478 | 1.05 | 0.463 | 3750 | 54.9 |
| 6_report | 482 | 1.05 | 0.277 | 3800 | 55.6 |
| 5_1_grt | 482 | 0.900 | 0.311 | 3800 | 55.6 |
| 2_1_floorplan | 389 | 1.27 | 0.284 | 3550 | - |
| 3_3_place_gp | 478 | 1.10 | 0.457 | 3750 | 54.9 |
| 4_1_cts | 482 | 1.03 | 0.295 | 3800 | 55.6 |
Power and IR drop assume default switching activity.
